$ cat run.sh
#!/bin/bash
# OpenROAD 26Q1-2900-gdf79404cd8, Yosys 0.63+post, stock flow scripts
make -C /OpenROAD-flow-scripts/flow DESIGN_CONFIG=/design/flow/config.mk WORK_HOME=/design/flow/orfs finish
$ cat config.mk
export PLATFORM = sky130hd
export DESIGN_NAME = controller
export DESIGN_NICKNAME = controller
export VERILOG_FILES = /design/flow/design.v
export SDC_FILE = /design/flow/constraint.sdc
export NUM_CORES = 4
export LEC_CHECK = 1
export CORE_AREA = 10 10 79 79
export DIE_AREA = 0 0 89 89
$ cat constraint.sdc
current_design controller

set clk_period 3.3
set clk_io_pct 0.2

create_clock -name clk0 -period $clk_period [get_ports {clk}]

set non_clock_inputs [all_inputs -no_clocks]
set_input_delay [expr $clk_period * $clk_io_pct] -clock clk0 $non_clock_inputs
set_output_delay [expr $clk_period * $clk_io_pct] -clock clk0 [all_outputs]
$ cat design.v
module controller(
    input clk,
    input[15:0] a_out,
    input[15:0] in,
    input[15:0] ir_out,
    input[15:0] ram_out,
    input[2:0] flags,
    output[4:0] a_op,
    output[20:0] out,
    output reset
);
localparam OP_NOARG = 4'b0000;
localparam OP_LDW   = 4'b0001;
localparam OP_STW   = 4'b0010;
localparam OP_ADD   = 4'b0011;
localparam OP_ADC   = 4'b0100;
localparam OP_SUB   = 4'b0101;
localparam OP_SBB   = 4'b0110;
localparam OP_MOD   = 4'b0111;
localparam OP_AND   = 4'b1000;
localparam OP_OR    = 4'b1001;
localparam OP_XOR   = 4'b1010;
localparam OP_JMP   = 4'b1011;
localparam OP_JPZ   = 4'b1100;
localparam OP_JPC   = 4'b1101;
localparam OP_JPS   = 4'b1110;
localparam OP_CAL   = 4'b1111;
localparam OP_NOST  = 2'b00;
localparam OP_MSW   = 2'b01;
localparam OP_POP   = 2'b10;
localparam OP_RET   = 2'b11;
localparam OP_NOBIT = 3'b000;
localparam OP_BWS   = 3'b001;
localparam OP_BWC   = 3'b010;
localparam OP_BWJ   = 3'b011;
localparam OP_BOS   = 3'b100;
localparam OP_BOC   = 3'b101;
localparam OP_BIJ   = 3'b110;
localparam OP_BSL   = 3'b111;
localparam OP_NOP   = 4'b0000;
localparam OP_INC   = 4'b0001;
localparam OP_DEC   = 4'b0010;
localparam OP_RTL   = 4'b0011;
localparam OP_RTR   = 4'b0100;
localparam OP_NOT   = 4'b0101;
localparam OP_COM   = 4'b0110;
localparam OP_LDP   = 4'b0111;
localparam OP_STP   = 4'b1000;
localparam OP_MWO   = 4'b1001;
localparam OP_MIW   = 4'b1010;
localparam OP_CLW   = 4'b1011;
localparam OP_CLO   = 4'b1100;
localparam OP_IDK   = 4'b1101;
localparam OP_PSH   = 4'b1110;
localparam OP_RST   = 4'b1111;
localparam SIG_OUT_CLR_ALL  = 20;
localparam SIG_JUMP         = 19;
localparam SIG_MAR_A_LOAD   = 18;
localparam SIG_OUT_MWO      = 17;
localparam SIG_OUT_CLEAR    = 16;
localparam SIG_OUT_SET      = 15;
localparam SIG_MAR_INC      = 14;
localparam SIG_PC_MAR_LOAD  = 13;
localparam SIG_STACK_LOAD   = 12;
localparam SIG_MAR_STACK    = 11;
localparam SIG_SP_ADD       = 10;
localparam SIG_RAM_EN       = 9;
localparam SIG_MAR_LOAD     = 8;
localparam SIG_RAM_LOAD     = 7;
localparam SIG_A_EN         = 6;
localparam SIG_A_LOAD       = 5;
localparam SIG_MAR_EN       = 4;
localparam SIG_PC_LOAD      = 3;
localparam SIG_PC_INC       = 2;
localparam SIG_IR_EN        = 1;
localparam SIG_IR_LOAD      = 0;
localparam A_INC = 1;
localparam A_DEC = 2;
localparam A_RTL = 3;
localparam A_RTR = 4;
localparam A_NOT = 5;
localparam A_COM = 6;
localparam A_ADD = 7;
localparam A_ADC = 8;
localparam A_SUB = 9;
localparam A_SBB = 10;
localparam A_MOD = 11;
localparam A_AND = 12;
localparam A_OR = 13;
localparam A_XOR = 14;
localparam A_SET = 15;
localparam A_CLR = 16;
localparam A_BSL = 17;
localparam A_CLW = 18;
localparam A_IN_LOAD = 19;
localparam FLAG_Z = 0;
localparam FLAG_C = 1;
localparam FLAG_S = 2;
reg stage;
reg[20:0] ctrl_word;
reg[4:0] a_op;
reg stage_rst;
reg reset;
wire[3:0] ram_type_ram;
wire[1:0] ram_type_stack;
wire[2:0] ram_type_bit;
wire[3:0] ram_type_noarg;
wire[3:0] ir_type_ram;
wire[1:0] ir_type_stack;
wire[3:0] ir_type_noarg;
assign ram_type_ram = ram_out[15:12];
assign ram_type_stack = ram_out[11:10];
assign ram_type_bit = ram_out[6:4];
assign ram_type_noarg = ram_out[3:0];
assign ir_type_ram = ir_out[15:12];
assign ir_type_stack = ir_out[11:10];
assign ir_type_noarg = ir_out[3:0];
initial begin
    stage = 0;
end
always @(negedge clk) begin
    if (stage_rst) begin
        stage <= 0;
    end else begin
        stage <= stage + 1;
    end
end
always @(*) begin
    ctrl_word = 0;
    a_op = 0;
    stage_rst = 0;
    reset = 0;
    case (stage)
        0: begin
            ctrl_word[SIG_RAM_EN] = 1;
            ctrl_word[SIG_IR_LOAD] = 1;
            ctrl_word[SIG_PC_INC] = 1;
            ctrl_word[SIG_MAR_INC] = 1;
            case (ram_type_ram)
                OP_JMP: begin
                    ctrl_word[SIG_PC_LOAD] = 1;
                    ctrl_word[SIG_MAR_LOAD] = 1;
                    stage_rst = 1;
                end
                OP_JPZ: begin
                    if (flags[FLAG_Z]) begin
                        ctrl_word[SIG_PC_LOAD] = 1;
                        ctrl_word[SIG_MAR_LOAD] = 1;
                    end
                    stage_rst = 1;
                end
                OP_JPC: begin
                    if (flags[FLAG_C]) begin
                        ctrl_word[SIG_PC_LOAD] = 1;
                        ctrl_word[SIG_MAR_LOAD] = 1;
                    end
                    stage_rst = 1;
                end
                OP_JPS: begin
                    if (flags[FLAG_S]) begin
                        ctrl_word[SIG_PC_LOAD] = 1;
                        ctrl_word[SIG_MAR_LOAD] = 1;
                    end
                    stage_rst = 1;
                end
                OP_CAL: begin
                    ctrl_word[SIG_PC_LOAD] = 1;
                end
                OP_NOARG: begin
                    if (ram_type_stack == OP_NOST) begin
                        case (ram_type_bit)
                            OP_BWS: begin
                                a_op = A_SET;
                                stage_rst = 1;
                            end
                            OP_BWC: begin
                                a_op = A_CLR;  
                                stage_rst = 1;
                            end
                            OP_BWJ: begin
                                if (a_out[ram_type_noarg]) begin
                                    ctrl_word[SIG_JUMP] = 1;
                                end
                                stage_rst = 1;
                            end
                            OP_BOS: begin
                                ctrl_word[SIG_OUT_SET] = 1;
                                stage_rst = 1;
                            end
                            OP_BOC: begin
                                ctrl_word[SIG_OUT_CLEAR] = 1;
                                stage_rst = 1;
                            end
                            OP_BIJ: begin
                                if (in[ram_type_noarg]) begin
                                    ctrl_word[SIG_JUMP] = 1;
                                end
                                stage_rst = 1;
                            end
                            OP_BSL: begin
                                a_op = A_BSL;
                                stage_rst = 1;
                            end
                            default: begin
                                case (ram_type_noarg)
                                    OP_NOP: begin
                                        stage_rst = 1;
                                    end
                                    OP_INC: begin
                                        a_op = A_INC;
                                        stage_rst = 1;
                                    end
                                    OP_DEC: begin
                                        a_op = A_DEC;
                                        stage_rst = 1;
                                    end
                                    OP_RTL: begin
                                        a_op = A_RTL;
                                        stage_rst = 1;
                                    end
                                    OP_RTR: begin
                                        a_op = A_RTR;
                                        stage_rst = 1;
                                    end
                                    OP_NOT: begin
                                        a_op = A_NOT;
                                        stage_rst = 1;
                                    end
                                    OP_COM: begin
                                        a_op = A_COM;
                                        stage_rst = 1;
                                    end
                                    OP_LDP: begin
                                        ctrl_word[SIG_MAR_A_LOAD] = 1;
                                    end
                                    OP_STP: begin
                                        ctrl_word[SIG_MAR_A_LOAD] = 1;
                                    end
                                    OP_MWO: begin
                                        ctrl_word[SIG_OUT_MWO] = 1;
                                        stage_rst = 1;
                                    end
                                    OP_MIW: begin
                                        a_op = A_IN_LOAD;
                                        stage_rst = 1;
                                    end
                                    OP_CLW: begin
                                        a_op = A_CLW;
                                        stage_rst = 1;
                                    end
                                    OP_CLO: begin
                                        ctrl_word[SIG_OUT_CLR_ALL] = 1;
                                        stage_rst = 1;
                                    end
                                    OP_PSH: begin
                                        ctrl_word[SIG_MAR_LOAD] = 1;
                                    end
                                    OP_RST: begin
                                        reset = 1;
                                    end
                                endcase
                            end
                        endcase
                    end else begin
                        ctrl_word[SIG_MAR_STACK] = 1;
                    end
                end
                default: begin
                    ctrl_word[SIG_MAR_LOAD] = 1;
                end      
            endcase
        end
        1: begin
            stage_rst = 1;
            ctrl_word[SIG_PC_MAR_LOAD] = 1;
            case (ir_type_ram)
                OP_LDW: begin
                    ctrl_word[SIG_RAM_EN] = 1;
                    ctrl_word[SIG_A_LOAD] = 1;
                end
                OP_STW: begin
                    ctrl_word[SIG_A_EN] = 1;
                    ctrl_word[SIG_RAM_LOAD] = 1;
                end
                OP_ADD: begin
                    a_op = A_ADD;
                    ctrl_word[SIG_RAM_EN] = 1;
                end
                OP_ADC: begin
                    a_op = A_ADC;
                    ctrl_word[SIG_RAM_EN] = 1;
                end
                OP_SUB: begin
                    a_op = A_SUB;
                    ctrl_word[SIG_RAM_EN] = 1;
                end
                OP_SBB: begin
                    a_op = A_SBB;
                    ctrl_word[SIG_RAM_EN] = 1;
                end
                OP_AND: begin
                    a_op = A_AND;
                    ctrl_word[SIG_RAM_EN] = 1;
                end
                OP_OR: begin
                    a_op = A_OR;
                    ctrl_word[SIG_RAM_EN] = 1;
                end
                OP_XOR: begin
                    a_op = A_XOR;
                    ctrl_word[SIG_RAM_EN] = 1;
                end
                OP_CAL: begin
                    ctrl_word[SIG_MAR_EN] = 1;
                    ctrl_word[SIG_STACK_LOAD] = 1;
                    ctrl_word[SIG_PC_MAR_LOAD] = 1;
                end
                OP_NOARG: begin
                    case (ir_type_stack)
                        OP_MSW: begin
                            ctrl_word[SIG_RAM_EN] = 1;
                            ctrl_word[SIG_A_LOAD] = 1;
                        end
                        OP_POP: begin
                            ctrl_word[SIG_RAM_EN] = 1;
                            ctrl_word[SIG_A_LOAD] = 1;
                            ctrl_word[SIG_SP_ADD] = 1;
                        end
                        OP_RET: begin
                            ctrl_word[SIG_RAM_EN] = 1;
                            ctrl_word[SIG_PC_LOAD] = 1;
                            ctrl_word[SIG_MAR_LOAD] = 1;
                            ctrl_word[SIG_SP_ADD] = 1;
                        end
                        OP_NOST: begin
                            case (ir_type_noarg)
                                OP_LDP: begin
                                    ctrl_word[SIG_RAM_EN] = 1;
                                    ctrl_word[SIG_A_LOAD] = 1;
                                end
                                OP_STP: begin
                                    ctrl_word[SIG_A_EN] = 1;
                                    ctrl_word[SIG_RAM_LOAD] = 1;
                                end
                                OP_PSH: begin
                                    ctrl_word[SIG_A_EN] = 1;
                                    ctrl_word[SIG_STACK_LOAD] = 1;
                                end
                            endcase
                        end
                    endcase
                end
            endcase
        end
    endcase
end
assign out = ctrl_word;
endmodule
==> deck_impl_summary.md <==
Flow Results at a Glance

Status
  – Outcome: complete, but fails checks
  – Failing checks: negative setup slack

Yosys
  – Basic Gates by Area: 37.61%
  – Number of enable flip-flop cells: 0
  – Commonest cells post-synth: nand2_1, nor2_1, nand3_1, clkbuf_1, a21oi_1
  – Main logic family: simple AND/OR/NAND/NOR gates
  – Cell accounting for the most synthesized area: mux4_2
  – Synth warn: 1
  – Yosys chip area: 964.7 sq um
  – Cell Area, Synth: 964.7 sq um
  – Compound Share, Synth: 22.44%
  – Area leader share: 14.01%
  – Cells after synthesis: 141
  – Seq/Total Area, Yosys: 2.075%
  – Mux share: 19.33%
  – Number of synthesized register bits: 1
  – Cell Type Count: 48
  – Cell area leaders: mux4_2, nand2_1, nand3_1, nor2_1, a21oi_1
  – Avg Cell Area, Syn: 6.842 sq um
  – Yosys xor share: 4.540%
  – Top-count cell post-synth: nand2_1
  – Post-synth ARST share: 0%
  – FA/HA/MAJ Cells, Area Fraction: 1.038%
  – Yosys Instances: 141
  – Ys flop type: dfxtp_1

Critical path
  – WP data arrival: 2.85 ns
  – Delay of the slowest critical-path stage: 0.36 ns
  – Req. time, crit path: 2.64 ns
  – CP Class: reg -> out
  – Crit-path cells: inv_2 > nand2b_1 > or3_4 > buf_6 > o21ai_2 > buf_2
  – Crit path capture type: primary output
  – Startpoint types: register
  – R2r endpoint: stage
  – R2R depth: 2
  – CP max-delay cell: dfxtp_4
  – Reg2Reg Setup Slack: 2.52 ns
  – Worst r2r src: stage
  – Crit Path Max Fanout: 5

Place
  – RD Place Congestion: 0.8647
  – Detailed placement HPWL: 3592 um
  – IO Port Bufs: 84
  – Post-Place Worst Slack: -0.5522 ns

Drt
  – Routed Antenna Nets: 0
  – Final wirelength: 4189 um
  – Vias/cell: 4.702
  – First-pass DRT Iterations: 4
  – Via count: 1467
  – Drt wl/cell: 13.43 um
  – DRC: 0
  – Initial DRC Count: 27
  – Antenna cells: 0

GRT
  – Antenna violations before repair: 0
  – First-pass GRT wire length: 6699 um
  – Largest net degree at the start of global routing: 10
  – Gr usage total: 10.14%
  – GRT overflow: 0
  – Vias in the first global route: 1566

Floorplan
  – Boundary Pins: 95
  – Placeable Area: 4661 sq um
  – Row cnt: 25
  – Overall die height: 89 um
  – Die Wd: 89 um
  – Die ar.: 7921 sq um
  – Floorplan core density: 20.70%

Layout
  – Largest register FFs: 1
  – Largest register by flop count: stage
  – Leading registers by flop count: stage (1)
  – Share of layout cells above drive strength 1: 43.02%
  – Area grow syn2layout: 132.4%

Run
  – Tool warning count: 41
  – Max Cap Viol: 0

Final timing
  – Final Hold Viols: 0
  – Fin. max-slew vios: 0
  – Hold slack: 0.5951 ns
  – Min setup slack post-route: -0.2122 ns
  – Unrepaired setup endpoints after global routing: yes
  – Clock skew: 0 ns
  – Final setup violation count: 19

Power
  – PwrDens: 129.5 nW/um^2
  – LEAKAGE: 1.010 nW
  – Max IR drop VDD: 0.00005042 V

Clocking
  – CTS Hold Bufs: 0
  – Reg clk slew, reported paths: 0.03 ns
  – Clock Latency Late Sink: 0.03 ns

Worst hold path
  – Hold EP: stage
  – Hold Crit Depth: 2
  – Hold Path Class: reg -> reg
  – Worst hold start: stage
## layer usage
metal / share of wire [%] / vias up / wire length [um] / track usage, %
li1: - / 761 / - / -
met1: 42 / 650 / 1758 / 12.44
met2: 46 / 54 / 1915 / 16.82
met3: 12 / 2 / 489 / 4.591
met4: 0.62 / 0 / 26 / 0.4335
met5: 0 / - / 0 / 0
## critical path, delay by kind of cell, from the launching register on
kind	cells	cell delay, ns
buffers and inverters	3	0.30
DFF	1	0.36
and+or+nand+nor	2	0.42
AOI/OAI and AO/OA	1	0.10
## through the flow
step / instances / setup TNS (ns) / instance area, sq um / util [%] / total power (W)
final: 312 / -2.219 / 2242 / 48.11 / 0.0002903
after global routing: 312 / -3.806 / 2242 / 48.11 / 0.0003183
after CTS: 310 / -2.202 / 2173 / 46.63 / 0.0002845
after detailed placement: 298 / -8.534 / 2049 / 43.97 / 0.0002627
after global placement: 298 / -8.349 / 2049 / 43.97 / 0.0002624
after floorplan: 141 / -0.03982 / 984.7 / - / 0.0001177
## what timing repair did
| item | CTS | global route |
|---|---|---|
| setup buffers | 14 | 3 |
| resized | 117 | 14 |
| pin swaps | 18 | 8 |
| setup endpoints to repair | 27 | 25 |
## how the worst max path moves through the flow
| stage | endpoint | startpoint | cells after the start |
|---|---|---|---|
| after CTS | a_op[2] | stage | 6 |
| after global routing | a_op[2] | stage | 6 |
| final | a_op[1] | stage | 6 |
## final cells by class
type | count | area [sq um]
fill | 452 | 2419
clock inverter | 1 | 3.754
timing repair buffer | 134 | 1140
tap | 54 | 67.56
inverter | 5 | 18.77
sequential | 1 | 23.77
multi-input combinational | 117 | 988.4
## logic make-up (layout without fill, tap and decap cells)
| logic type | Yosys count | in the layout |
|---|---|---|
| XOR/XNOR | 5 | 5 |
| other | 1 | 1 |
| adder cells (fa/ha/maj) | 1 | 1 |
| multiplexers | 11 | 11 |
| AND/OR/NAND/NOR | 68 | 68 |
| buffers and inverters | 23 | 140 |
| flip-flops | 1 | 1 |
| AND-OR/OR-AND | 31 | 31 |
## cell usage in the layout (no fill, tap or decap), types with 3 or more instances in the layout
| cell | n |
|---|---|
| nor2_1 | 10 |
| nand3_2 | 4 |
| nand2_1 | 15 |
| buf_6 | 10 |
| mux2i_1 | 4 |
| nand3_1 | 5 |
| clkdlybuf4s15_1 | 3 |
| o21ai_2 | 3 |
| nor2b_1 | 3 |
| a211oi_1 | 3 |
| clkdlybuf4s50_1 | 51 |
| inv_1 | 5 |
| buf_2 | 19 |
| xor2_1 | 4 |
| a21oi_1 | 6 |
| dlygate4sd2_1 | 9 |
| buf_4 | 41 |
| mux4_2 | 6 |
| nor3_2 | 4 |
## where the power goes
part	internal (W)	leakage [nW]	switching (W)	total, W
Combinational	0.000168	0.996	0.0000972	0.000265
Clock	0.00000198	0.00533	0.00000270	0.00000467
Sequential	0.0000156	0.00884	0.00000485	0.0000204
Power and IR drop assume default switching activity.
