[config.mk]
export PLATFORM = sky130hd
export DESIGN_NAME = a
export DESIGN_NICKNAME = a
export VERILOG_FILES = /design/flow/design.v
export SDC_FILE = /design/flow/constraint.sdc
export NUM_CORES = 4
export LEC_CHECK = 1
export CORE_UTILIZATION = 30
[run.sh]
#!/bin/bash
# OpenROAD 26Q1-2900-gdf79404cd8, Yosys 0.63+post, stock flow scripts
make -C /OpenROAD-flow-scripts/flow DESIGN_CONFIG=/design/flow/config.mk WORK_HOME=/design/flow/orfs finish
[constraint.sdc]
current_design a

set clk_period 7.2
set clk_io_pct 0.2

create_clock -name clk0 -period $clk_period [get_ports {clk}]

set non_clock_inputs [all_inputs -no_clocks]
set_input_delay [expr $clk_period * $clk_io_pct] -clock clk0 $non_clock_inputs
set_output_delay [expr $clk_period * $clk_io_pct] -clock clk0 [all_outputs]
[design.v]
module a(
    input clk,
    input load,
    input[4:0] a_op,
    input[15:0] bus,
    input[15:0] in,
    output[15:0] out,
    output[2:0] flags,
    input reset
);
localparam A_INC = 1;
localparam A_DEC = 2;
localparam A_RTL = 3;
localparam A_RTR = 4;
localparam A_NOT = 5;
localparam A_COM = 6;
localparam A_ADD = 7;
localparam A_ADC = 8;
localparam A_SUB = 9;
localparam A_SBB = 10;
localparam A_MOD = 11;
localparam A_AND = 12;
localparam A_OR = 13;
localparam A_XOR = 14;
localparam A_SET = 15;
localparam A_CLR = 16;
localparam A_BSL = 17;
localparam A_CLW = 18;
localparam A_IN_LOAD = 19;
localparam FLAG_Z = 0;
localparam FLAG_C = 1;
localparam FLAG_S = 2;
reg[15:0] a;
reg[2:0] flags;
initial begin
    a = 16'b0;
    flags = 3'b0;
end
always @(negedge clk) begin
    if (reset) begin
        a = 16'b0;
        flags = 3'b0;
    end else if (load) begin
        a <= bus;
    end else begin
        case (a_op)
            A_INC: begin
                {flags[FLAG_C], a} = a + 1;
            end
            A_DEC: begin
                flags[FLAG_C] = (a < 1);
                a = a - 1;
            end
            A_RTL: begin
                flags[FLAG_C] = a[15];
                a = a << 1;
            end
            A_RTR: begin
                flags[FLAG_C] = a[0];
                a = a >> 1;
            end
            A_NOT: begin
                a = ~a;
            end
            A_COM: begin
                a = ~a + 1;
            end 
            A_ADD: begin
                {flags[FLAG_C], a} = a + bus;
            end
            A_ADC: begin
                {flags[FLAG_C], a} = a + bus + flags[FLAG_C];
            end
            A_SUB: begin
                flags[FLAG_C] = (a < bus);
                a = a - bus;
            end
            A_SBB: begin
                flags[FLAG_C] = (a < (bus + flags[FLAG_C]));
                a = a - bus - flags[FLAG_C];
            end
            A_AND: begin
                a = a & bus;
            end
            A_OR: begin
                a = a | bus;
            end
            A_XOR: begin
                a = a ^ bus;
            end
            A_SET: begin
                a[bus[3:0]] = 1;
            end
            A_CLR: begin
                a[bus[3:0]] = 0;
            end
            A_BSL: begin
                {flags[FLAG_C], a} = a << bus[3:0]; 
            end
            A_CLW: begin
                a = 16'b0;
            end
            A_IN_LOAD: begin
                a = in;
            end
        endcase
    end
    flags[FLAG_Z] = (a == 0);
    flags[FLAG_S] = a[15];
end
assign out = a;
endmodule
==> impl_metrics.env <==
# physical design summary
export IMPL_outcome="finished with violations"
export IMPL_violations="negative setup slack"
export IMPL_core_area_um2=25100
export IMPL_clk_path_buf_depth=2
export IMPL_avgSynthCellArea_um2=6.87
export IMPL_synthCells=1115
export IMPL_grt_use_total_pct=39.5
export IMPL_yosysWarnings=1
export IMPL_drtIter0Drc=1091
export IMPL_drt_total_wl_mm=50.6
export IMPL_lay_top_cells="404 x buf_4, 96 x nor2_1, 88 x nand2_1"
export IMPL_slowest_delay_ns=0.51
export IMPL_numSynthFlops=18
export IMPL_crit_path_max_fanout=2
export IMPL_worstHoldEndpoint="flags[1]"
export IMPL_rr_endpoint="flags[0]"
export IMPL_antenna_found_initial=0
export IMPL_synthToLayoutAreaGrowth_pct=62.8
export IMPL_finalNonFillerCells=1874
export IMPL_r2r_start="flags[1]"
export IMPL_critical_path_class="in -> reg"
export IMPL_place_area_um2=11700
export IMPL_min_from="flags[1]"
export IMPL_leakage_nw=5.41
export IMPL_maxCapViolCount=0
export IMPL_htree_num_levels=1
export IMPL_whs_ns=0.812
export IMPL_first_global_vias=10600
export IMPL_ir_drop_uv=77.3
export IMPL_ys_types=86
export IMPL_setup_slack_ns=-2.55
export IMPL_cts_sinks=18
export IMPL_flop_cell="dfxtp_1"
export IMPL_hp_class="reg -> reg"
export IMPL_dpl_cell_count=1831
export IMPL_hold_violations=0
export IMPL_num_vias=11000
export IMPL_cp_start_kind="input pin"
export IMPL_io_pins=59
export IMPL_critical_path_top_delay_family="AND-OR/OR-AND gates"
export IMPL_cts_tree="built"
export IMPL_synthArstFlopShare_pct=0
export IMPL_dieWidth_um=162
export IMPL_die_h_um=162
export IMPL_dpl_hpwl_mm=42.0
export IMPL_fin_worst_skew_ns=0.00805
export IMPL_clock_latency_ns=0.35
export IMPL_drt_pass1_iterations=5
export IMPL_tightestPinTransition_ns=0.775
export IMPL_final_layout_size_suffix_gt1_share_pct=36.1
export IMPL_cts_clk_slew_worst_paths_ns=0.03
export IMPL_overflow=0
export IMPL_slew_violations=0
export IMPL_cp_arrival_ns=6.41
export IMPL_postLayoutCellArea_um2=12500
export IMPL_warnings=83
export IMPL_cp_common_cell="a21o_1"
export IMPL_ant_nets=0
export IMPL_portBuffers=58
export IMPL_syn_area_um2=7660
export IMPL_slowest_stage="or4_4"
export IMPL_cts_made_buffers=3
export IMPL_setup_worst_path_end_class="flop"
export IMPL_critical_path_required_ns=3.86
export IMPL_finalSetupViolCount=18
export IMPL_diodes=0
export IMPL_reg2regPathDepth=28
export IMPL_grt_max_degree=36
export IMPL_die_area_um2=26200
export IMPL_viasPerCell=5.85
export IMPL_final_common_cell="buf_4"
export IMPL_cp_num_buf_inv=3
export IMPL_yosysCellCount=1115
export IMPL_fp_util_pct=30.5
export IMPL_drcViolationCount=0
export IMPL_yosys_area_um2=7660
export IMPL_rsz0062_at_grt="true"
export IMPL_ys_seq_share_pct=4.71
export IMPL_wire_per_inst_um=27.0
export IMPL_power_mw=1.47
export IMPL_cts_root_buf="clkbuf_16"
export IMPL_synth_edff_count=0
export IMPL_r2r_setup_slack_ns=1.70
export IMPL_powerDensity_nw_per_um2=118
export IMPL_std_cell_rows=58
export IMPL_holdPathStages=3
export IMPL_place_gp_congestion=1.06
export IMPL_maxSlewHeadroom_pct=48.2
export IMPL_grt_pass1_wl_mm=73.2
[per-stage QoR]
stage | TNS [ns] | setup slack, ns | utilization, %
after global routing | -31.92 | -2.77 | 49.7
after global placement | -46.45 | -3.65 | 46.4
after CTS | -29.02 | -2.56 | 48.8
final | -28.28 | -2.55 | 49.7
after floorplan | -25.14 | -2.46 | -
after detailed placement | -46.76 | -3.69 | 46.4
[Yosys cell counts (all sizes together) (14+ instances only)]
library cell | instances | area, um^2
nor2b | 19 | 119
clkbuf | 46 | 174
nand4 | 27 | 169
dfxtp | 18 | 360
mux2i | 27 | 270
nand3 | 38 | 190
o22ai | 14 | 87.6
a21o | 16 | 120
nor2 | 101 | 379
inv | 54 | 203
a21oi | 80 | 404
buf | 32 | 156
a221oi | 15 | 138
a211oi | 21 | 163
xnor2 | 58 | 508
nand2 | 90 | 338
ha | 76 | 951
nor4 | 23 | 169
o211ai | 18 | 140
a22oi | 14 | 105
nor3 | 37 | 196
o21ai | 57 | 285
[repair_timing]
item                       4_1_cts  5_1_grt
setup endpoints to repair       18       18
gates cloned                     0        1
hold endpoints to repair         0        0
hold buffers                     0        0
pin swaps                       49       32
resized                         90       31
buffers inserted                17        7
[kinds of logic (layout without fill, tap and decap cells)]
family | after synthesis | after routing | share of synthesized area, %
XOR/XNOR | 69 | 69 | 7.89
flip-flops | 18 | 18 | 4.71
buffers and inverters | 133 | 562 | 7.01
AND-OR/OR-AND | 363 | 363 | 33.5
multiplexers | 36 | 36 | 5.88
adder cells (fa/ha/maj) | 78 | 78 | 12.9
AND/OR/NAND/NOR | 418 | 418 | 28.1
[worst register-to-register path: cells and delay by family, from the launching register on]
family	cells	cell delay, ns
flip-flops	1	0.41
AND/OR/NAND/NOR	7	1.82
AND-OR/OR-AND	13	1.98
buffers and inverters	3	0.39
adder cells (fa/ha/maj)	5	0.84
[per-layer routing]
metal,up-vias,global-route usage [%],part of all wire [%]
li1,5115,-,-
met1,5304,58.1,46
met2,463,58.6,43
met3,74,8.44,8.5
met4,0,9.86,2.8
met5,-,0,0
[worst max path at each step]
stage	from	cells past startpoint	to	slack, ns
after global routing	bus[0]	28	flags[0]	-2.77
after CTS	bus[0]	28	flags[0]	-2.56
final	bus[0]	28	flags[0]	-2.55
[power by group]
part	switching [mW]	total (mW)	leakage, nW	internal (mW)
clock network	0.0783	0.166	0.133	0.0880
logic	0.628	1.18	5.13	0.549
registers	0.0158	0.126	0.149	0.110
[registers in the layout (all words and copies together), names as in the netlist]
signal and count:
flags 3, a 15
[final cells by class]
cell class	instances	area, um^2
inverter	54	219
clock buffer	3	75.1
timing repair buffer	486	3980
sequential	18	360
multi-input combinational	964	7350
tap	330	413
fill	2502	12600
clock inverter	19	72.6
No activity file was given, so power comes from the tool's default toggle rates.
