--- flow/run.sh ---
#!/bin/bash
# OpenROAD 26Q1-2900-gdf79404cd8, Yosys 0.63+post, stock flow scripts
make -C /OpenROAD-flow-scripts/flow DESIGN_CONFIG=/design/flow/config.mk WORK_HOME=/design/flow/orfs finish
--- flow/config.mk ---
export PLATFORM = sky130hd
export DESIGN_NAME = mar
export DESIGN_NICKNAME = mar
export VERILOG_FILES = /design/flow/design.v
export SDC_FILE = /design/flow/constraint.sdc
export NUM_CORES = 4
export LEC_CHECK = 1
export CORE_AREA = 10 10 106 106
export DIE_AREA = 0 0 116 116
--- flow/constraint.sdc ---
current_design mar

set clk_period 6.2
set clk_io_pct 0.2

create_clock -name clk0 -period $clk_period [get_ports {clk}]

set non_clock_inputs [all_inputs -no_clocks]
set_input_delay [expr $clk_period * $clk_io_pct] -clock clk0 $non_clock_inputs
set_output_delay [expr $clk_period * $clk_io_pct] -clock clk0 [all_outputs]
--- flow/design.v ---
module mar(
    input clk,
    input load,
    input mar_inc,
    input jump,
    input pc_mar_load,
    input mar_a_load,
    input mar_stack,
    input[15:0] sp_out,
    input[9:0] ir_arg,
    input[11:0] a_out,
    input[11:0] pc,
    input[11:0] bus,
    output[11:0] out,
    input reset
);
reg[11:0] register;
initial begin
    register = 12'b0;
end
always @(negedge clk) begin
    if (reset) begin
        register = 12'b0;
    end else if (mar_stack) begin
        register <= sp_out + ir_arg + 1;
    end else if (load) begin
        register <= bus;
    end else if (jump) begin
        register <= register + 2;
    end else if (pc_mar_load) begin
        register <= pc;
    end else if (mar_inc) begin
        register <= register + 1;
    end else if (mar_a_load) begin
        register <= a_out;
    end
end
assign out = register;
endmodule
==> qor.yml <==
numPortBuffers: 77
power_per_cell_area_nw_per_um2: 130.6
timing_worst_slew_pin_value_ns: 0.4075
syn_to_final_growth_pct: 66.23
cts-root-buf: "sky130_fd_sc_hd__clkbuf_8"
cp-start-kind: "input pin"
top_area_cell: "sky130_fd_sc_hd__dfxtp_1"
synth_flop_count: 12
detail-route-antenna-nets: 0
crit_fanout: 3
hold-path-cell-count: 2
tool_warnings: 41
grt_start_max_net_pins: 16
worstHoldStart: "register[5]"
fp_util_pct: 21.48
drv.max_cap_violation_count: 0
synth.cell_area_um2: 1901
worstSkewPairLatency_ns: 0.31
synthTopCellsByArea: "sky130_fd_sc_hd__dfxtp_1 (13%), sky130_fd_sc_hd__ha_1 (7.9%), sky130_fd_sc_hd__a21oi_1 (5.8%)"
cell_by_cell_trace_of_the_critical_path: "clkdlybuf4s50_1, ha_1, nor2b_1, o21a_1, o211ai_1, a21oi_1, or3_4, a41o_1"
critical_path.top_delay_family: "AND-OR/OR-AND gates"
synth-main-ff-cell: "sky130_fd_sc_hd__dfxtp_1"
holdPathEnd: "register[5]"
crit-reg2reg-launch: "register[1]"
hold_fix_buffer_count_after_cts: 0
ys_cells: 259
totalWireLength_um: 7861
hold_path_class: "reg -> reg"
worst_slew_margin_rel_pct: 72.75
die_width_um: 116
numCtsBuffers: 3
cp_slowest_cell: "sky130_fd_sc_hd__clkdlybuf4s50_1"
yosysTopAreaCellShare_pct: 12.64
largest_reg_flops: 12
arrival_ns: 3.18
edf_count: 0
unrepaired_setup_endpoints_after_global_routing: "false"
wl_per_cell_um: 16.08
logic_area_um2: 1524
clk_transition_reported_paths_ns: 0.03
clock_tree.htree_level_count: 1
power.static_leakage_uw: 0.001281
routed_via_density: 4.955
detail_route.antenna_diodes: 0
placeableCoreArea_um2: 8848
timing.final.max_slew_violations: 0
cts.path.max_buffers: 2
drt_drc_violations_left: 0
largest_register: "register"
grt_pass1_wl_um: 12380
postSynthAreaPerCell_um2: 7.338
first_pass_iters: 4
routability_congestion: 0.9477
post_syn_instances: 259
post_dp_hpwl_um: 6530
setup_total_negative_slack_ns: 0
crit_path_end_kind: "register"
setup.worst_path.class: "in -> reg"
finalHoldViolations: 0
regToRegSetupSlack_ns: 3.91
clock_skew_ns: 0.008943
synthArstFlopShare_pct: 0
final-seq-area_um2: 240.2
drive_gt1_share_pct: 17.32
yosysChipArea_um2: 1901
timing.critical_path.required_ns: 3.29
detailedRoute.firstIterationViolations: 112
top_level_ports: 82
tritoncts: "done"
tritoncts_num_sinks: 12
worst-r2r-cell-count: 7
grt_util_all_layers_pct: 11.35
chip_area_um2: 13460
grt.overflow.total: 0
grt_pass1_vias: 2456
largest_registers: "register: 12 flops"
yosys_warnings: 1
status: "completed"
postSynthSeqShare_pct: 12.64
die_h_um: 116
number_of_antenna_violations_at_the_first_check_in_global_routing: 0
synth.lib_cells_used.distinct: 62
finalSetupViolCount: 0
ir_drop_uv: 59.04
rows: 34
worstReg2RegEnd: "register[11]"
vias: 2423
fin_util_pct: 35.70
path_buffers: 1
n_fill_cell: 956
maximum_single_stage_delay_on_the_critical_path_ns: 0.41
==> stage by stage <==
step	hold WS (ns)	area (um2)	setup WS, ns	instances	total power [uW]
finish	0.5827	3159	0.1106	489	412.5
CTS	0.5775	3124	0.04720	488	413.7
detailed placement	0.5737	3027	-0.5216	473	322.0
floorplan	0.5005	1901	0.1357	259	212.1
global placement	0.5698	3027	-0.4296	473	322.0
global route	0.6365	3159	0.01757	489	450.9
==> kinds of logic after synthesis <==
group,after synthesis,synth area share (%)
simple gates,88,24.10
xor+xnor,16,7.373
mux,2,1.053
buf+inv,30,9.150
fa+ha+maj,13,8.953
compound gates,98,36.74
flops,12,12.64
==> where the power goes <==
group	leakage (uW)	internal (uW)	switching, uW
clock network	0.0000855	53.1	44.5
logic	0.00110	123	85.9
registers	0.0000999	86.6	19.1
total	0.00128	263	150
==> worst min-delay path, stage by stage, from the launching register on <==
cell and delay [ns]:
sky130_fd_sc_hd__dfxtp_1 0.38, sky130_fd_sc_hd__nand2_1 0.09, sky130_fd_sc_hd__a21oi_1 0.06
==> worst max path at each step <==
stage	end	slack [ns]	cells past startpoint	start
6_report	register[10]	0.11	8	ir_arg[2]
5_1_grt	register[10]	0.02	8	ir_arg[2]
4_1_cts	register[10]	0.05	8	sp_out[2]
==> what timing repair did <==
action	4_1_cts	5_1_grt
setup endpoints to repair	2	5
resized	7	7
pin swaps	9	5
buffers inserted	1	1
==> synth_stat cells, types with 5 or more instances <==
cell and instances:
sky130_fd_sc_hd__nor2_1 20, sky130_fd_sc_hd__clkbuf_1 5, sky130_fd_sc_hd__dfxtp_1 12, sky130_fd_sc_hd__a211oi_1 7
sky130_fd_sc_hd__o21ai_0 14, sky130_fd_sc_hd__o2111ai_1 5, sky130_fd_sc_hd__a21oi_1 22, sky130_fd_sc_hd__inv_1 12
sky130_fd_sc_hd__ha_1 12, sky130_fd_sc_hd__nand2_1 20, sky130_fd_sc_hd__xnor2_1 11, sky130_fd_sc_hd__xor2_1 5
sky130_fd_sc_hd__nand2b_1 6, sky130_fd_sc_hd__nand3_1 13, sky130_fd_sc_hd__nor3_1 8
==> cell type report <==
type,count,share of cell area [%]
clock buffer,3,1.307
clock inverter,12,1.426
inverter,12,1.426
multi-input combinational,217,48.24
sequential,12,7.604
tap,108,4.277
timing repair buffer,125,35.72
==> metal layers <==
metal  vias to the layer above  wire length [um]  track usage, %
met5                         -                 0               0
met4                         0               123           2.335
met3                        11               804           4.029
met2                       115              3309           17.22
met1                      1063              3623           15.27
li1                       1234                 -               -
==> layout by cell type (no fill, tap or decap), drive strengths merged, types with 5 or more instances in the layout <==
cell type	instances
buf	48
dfxtp	12
o2111ai	5
ha	12
inv	23
nand2b	6
clkdlybuf4s50	75
a211oi	9
nand3	15
o21ai	14
a21oi	22
nand2	20
xnor2	11
nor3	9
xor2	5
nor2	20
Power figures rest on the tool's default switching activity, not on a simulated workload.
